[flow/run.sh]
#!/bin/bash
# OpenROAD 26Q1-2900-gdf79404cd8, Yosys 0.63+post, stock flow scripts
make -C /OpenROAD-flow-scripts/flow DESIGN_CONFIG=/design/flow/config.mk WORK_HOME=/design/flow/orfs finish
[flow/config.mk]
export PLATFORM = sky130hd
export DESIGN_NAME = mux4
export DESIGN_NICKNAME = mux4
export VERILOG_FILES = /design/flow/design.v
export SDC_FILE = /design/flow/constraint.sdc
export NUM_CORES = 4
export LEC_CHECK = 1
export CORE_AREA = 10 10 71 71
export DIE_AREA = 0 0 81 81
export SYNTH_HDL_FRONTEND = slang
[flow/constraint.sdc]
current_design mux4

set clk_period 1.1
set clk_io_pct 0.2

create_clock -name clk0 -period $clk_period

set non_clock_inputs [all_inputs -no_clocks]
set_input_delay [expr $clk_period * $clk_io_pct] -clock clk0 $non_clock_inputs
set_output_delay [expr $clk_period * $clk_io_pct] -clock clk0 [all_outputs]
[flow/design.v]
module flopenr #(parameter WIDTH = 16)(
	input                  clk, reset, enable,
   input      [WIDTH-1:0] dataIn, 
   output reg [WIDTH-1:0] dataOut
);
   always @(posedge clk) begin
		if (~reset)
			dataOut <= 0;
		else if (enable)
			dataOut <= dataIn;
	end
endmodule  
module mux2 #(parameter WIDTH = 16)(
	input              select,
	input  [WIDTH-1:0] dataA, dataB,
	output [WIDTH-1:0] dataOut
);
	assign dataOut = select ? dataB : dataA;
endmodule  
module mux4 #(parameter WIDTH = 16)(
	input      [1:0]       select,
	input      [WIDTH-1:0] dataA, dataB, dataC, dataD,
	output reg [WIDTH-1:0] dataOut
);
	always @(*) begin
		case(select)
			2'b00: dataOut <= dataA;
			2'b01: dataOut <= dataB;
			2'b10: dataOut <= dataC;
			2'b11: dataOut <= dataD;
		endcase
	end
endmodule  
==> results.json <==
{
  "status": "finished, violations left",
  "violations": "setup timing",
  "rows": 22,
  "drtIter0Drc": 17,
  "grt_max_degree": 11,
  "ys_seq_share_pct": 0,
  "layout_setup_ws_ns": -0.1877,
  "initCoreUtil_pct": 11.67,
  "crit_path_end_kind": "primary output",
  "crit_type": "in2out",
  "seq_cell_count": 0,
  "dr.pass1.iters": 4,
  "hold_viol_final": 0,
  "drive_gt1_share_pct": 38.46,
  "clockBufferCount": 0,
  "ant_nets": 0,
  "vias_per_cell": 4.092,
  "synth.distinct_cells": 5,
  "final_util_pct": 32.71,
  "cp_max_fo": 5,
  "areaGrowthSynthToFinish_pct": 180.2,
  "gp_congestion": 0.7968,
  "holdBufCountCts": 0,
  "coreArea_sq_mm": 0.003633,
  "period_needed_ns": 1.288,
  "setup_viol": 16,
  "drcViolationCount": 0,
  "arrival_ns": 1.07,
  "p_leak_uw": 0.0005640,
  "grt_setup_unrepaired": "yes",
  "grt_pass1_wl_microns": 4105,
  "hold_end": "dataOut[14]",
  "worstHoldStart": "dataD[14]",
  "netlist_area_sq_um": 424.2,
  "grt.total_usage_pct": 8.202,
  "portBuffers": 82,
  "finalWirelength_microns": 2841,
  "die-width_microns": 81,
  "min_period_over_period_pct": 117.1,
  "vias": 622,
  "p_per_area_mw_per_mm2": 323.9,
  "final.setup.tns_ns": -2.686,
  "dieArea_sq_mm": 0.006561,
  "wl_per_cell_microns": 18.69,
  "fmax_ghz": 0.7766,
  "antenna_found_initial": 0,
  "maxCapViolCount": 0,
  "yosys_area_sq_um": 424.2,
  "synth_cells": 20,
  "worst_hold_path_type": "in2out",
  "relSlewSlack_pct": 93.45,
  "ios": 82,
  "yosysCellCount": 20,
  "grt-ovfl-total": 0,
  "crit_start": "select[0]",
  "required_ns": 0.88,
  "grt_pass1_vias": 769,
  "regArea_sq_um": 0,
  "crit_path_start_kind": "primary input",
  "dieHeight_microns": 81,
  "drv_slew": 0,
  "avgSynthCellArea_sq_um": 21.21,
  "ys_warn_count": 0,
  "tightest_slew_ns": 0.09822,
  "postCtsSetupBuffers": 0,
  "ir_drop_v": 0.0001142,
  "antenna_cells": 0,
  "min_path_cells": 3,
  "tool_warnings": 35
}
-- critical path: stages --
cell,delay (ns)
buf_12,0.10
buf_12,0.12
mux4_2,0.49
buf_2,0.13
-- metal layers --
layer | wire [microns] | vias to the layer above | GRT usage, %
li1 | - | 272 | -
met5 | 0 | - | 0
met4 | 0 | 0 | 0
met2 | 1329 | 68 | 14.17
met1 | 930 | 282 | 8.460
met3 | 582 | 0 | 5.902
-- placed cells by master (no fill, tap or decap) --
master / count
buf_6: 3
buf_16: 1
mux4_2: 16
clkbuf_2: 1
clkdlybuf4s15_1: 1
buf_2: 16
buf_12: 3
dlygate4sd2_1: 63
-- worst max-delay path by stage --
stage / depth (start not counted) / slack [ns] / endpoint
after CTS: 4 / -0.20 / dataOut[10]
after global routing: 4 / -0.22 / dataOut[5]
final: 4 / -0.19 / dataOut[10]
-- Yosys cell counts --
master / count / share of area, %
buf_12: 1 / 4.7
buf_2: 2 / 2.4
buf_6: 1 / 2.7
mux4_1: 6 / 37
mux4_2: 10 / 53
-- where the power goes --
group	switching (uW)	internal, uW	total, uW
logic	98.9	286	385
registers	0	0	0
clock network	0	0	0
-- area by class of cell --
cell class | instances | area, sq um
Tap cell | 48 | 60.06
Multi-Input combinational cell | 16 | 360.3
Timing Repair Buffer | 88 | 768.2
Fill cell | 410 | 2445
-- metrics by stage --
stage | instances | area (sq um) | setup slack (ns) | total power (uW) | hold WS [ns]
floorplan | 20 | 432.9 | -0.02801 | 126.4 | 0.5992
global placement | 151 | 1326 | -1.032 | 504.3 | 1.563
detailed placement | 151 | 1326 | -1.061 | 506.1 | 1.565
CTS | 152 | 1185 | -0.1984 | 391.6 | 0.9345
global route | 152 | 1189 | -0.2192 | 420.2 | 0.9456
finish | 152 | 1189 | -0.1877 | 385.0 | 0.9298
-- cell families after synthesis --
group | count (synthesis) | share of synthesized area, %
muxes | 16 | 90.27
buffers and inverters | 4 | 9.735
-- timing repair --
item | 4_1_cts | 5_1_grt
gates resized | 130 | 4
setup endpoints to repair | 16 | 16
cloned | 1 | 0
pin swaps | 0 | 0
No activity file was given, so power comes from the tool's default toggle rates.
